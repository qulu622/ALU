--- run.sh ---
#!/bin/bash
# OpenROAD 26Q1-2900-gdf79404cd8, Yosys 0.63+post, stock flow scripts
make -C /OpenROAD-flow-scripts/flow DESIGN_CONFIG=/design/flow/config.mk WORK_HOME=/design/flow/orfs finish
--- config.mk ---
export PLATFORM = sky130hd
export DESIGN_NAME = SHIFT
export DESIGN_NICKNAME = SHIFT
export VERILOG_FILES = /design/flow/design.v
export SDC_FILE = /design/flow/constraint.sdc
export NUM_CORES = 4
export LEC_CHECK = 1
export CORE_UTILIZATION = 30
--- constraint.sdc ---
current_design SHIFT

set clk_period 3.3
set clk_io_pct 0.2

create_clock -name clk0 -period $clk_period

set non_clock_inputs [all_inputs -no_clocks]
set_input_delay [expr $clk_period * $clk_io_pct] -clock clk0 $non_clock_inputs
set_output_delay [expr $clk_period * $clk_io_pct] -clock clk0 [all_outputs]
--- design.v ---
`timescale 1ns/ 1ns
module SHIFT( type,number, movenum, result,reset  ) ;
input[31:0] number,movenum ;
input[5:0] type ;
input reset ;
output[31:0] result ;
wire[31:0] number,movenum ;
wire[5:0] type ;
wire[31:0] leftresult, rightresult ;
wire[31:0] lefttemp0, lefttemp1,lefttemp2,lefttemp3,lefttemp4,lefttemp5 ;
wire[31:0] righttemp0, righttemp1,righttemp2,righttemp3,righttemp4,righttemp5 ; 
wire reset ;
parameter SRL = 6'd2 ;
assign lefttemp0 = ( movenum[0] == 1 )? { number[30:0],1'b0 } : number ;
assign lefttemp1 = ( movenum[1] == 1 )? { lefttemp0[29:0],2'b0 }: lefttemp0 ;
assign lefttemp2 = ( movenum[2] == 1 )? { lefttemp1[27:0],4'b0 } : lefttemp1 ;
assign lefttemp3 = ( movenum[3] == 1 )? { lefttemp2[23:0],8'b0 } : lefttemp2 ;
assign lefttemp4 = ( movenum[4] == 1 )? { lefttemp3[15:0],16'b0 }: lefttemp3 ;
assign lefttemp5 = ( movenum[5] == 1 )?  32'b0 : lefttemp4 ;
assign righttemp0 = ( movenum[0] == 1 ) ? {1'b0, number[31:1]} : number ;
assign righttemp1 = ( movenum[1] == 1 ) ? {2'b0, righttemp0[31:2]} : righttemp0 ;
assign righttemp2 = ( movenum[2] == 1 ) ? {4'b0, righttemp1[31:4]} : righttemp1 ;
assign righttemp3 = ( movenum[3] == 1 ) ? {8'b0, righttemp2[31:8]} : righttemp2 ;
assign righttemp4 = ( movenum[4] == 1 ) ? {16'b0, righttemp3[31:16]} : righttemp3 ;
assign righttemp5 = ( movenum[5] == 1 ) ? 32'b0 : righttemp4 ;
assign result = (reset)? 0 : ( ( type == SRL )? righttemp5:lefttemp5)  ;
endmodule
==> impl_metrics.toml <==
# yosys + openroad results
[flow_run]
warnings = 60
timing.max_cap.violations = 0

[synth]
synth_cell_type_count = 70
synth.yosys.num_cells = 492
synth_sequential_area_ratio_pct = 0
synthCells = 492
top_area_share_pct = 28.8
synth.largest_area_cell = "mux4_2"
synthesis.area_per_instance_sq_um = 8.76
post_synth_main_area_contributors = "mux4_2 (29%), mux2i_1 (13%), mux2_2 (7.1%)"
synth-area-yosys_sq_um = 4310
ys_warn_count = 0
synthesized_cell_area_sq_um = 4310

[layout]
final_layout_top_logic_cells = "buf_4 (205), mux4_2 (56), mux2i_1 (48), nand2_1 (44), buf_6 (37)"
area_delta_synth_final_pct = 75.9
storage_element_area_sq_um = 0
flop-count = 0
clock_buffers = 0
utilization_pct = 54.4
layout_top_cell = "buf_4"
drive_gt1_share_pct = 59.4

[global_route]
vias_in_the_first_global_route = 5523
antenna_found_initial = 0
grt_overflow = 0
grt_use_total_pct = 29.8
grt_max_degree = 22
wire_length_of_the_first_global_routing_pass_mm = 32.1

[timing]
min_period_over_period_pct = 99.9
hold_viol = 0
number_of_endpoints_failing_setup_at_the_final_stage = 0
post-route-worst-setup-slack_ns = 0.00291
timing.slew.headroom_pct = 63.4
timing.final.max_slew_violations = 0
max_freq_mhz = 303
layout_min_cycle_time_ns = 3.30
rsz0062_at_grt = "true"
worstMarginPinSlew_ns = 0.534

[power_and_ir_drop]
pwr-share-clk_pct = 0
sequentialPowerShare_pct = 0
power.switching_fraction_pct = 48.6
p_int_uw = 577
combPwrFrac_pct = 100.0
power.net_switching_uw = 545
power_density_nw_per_um2 = 148
power.ir.vdd_worst_mv = 0.0887
p_leak_uw = 0.00327

[route]
drt_first_iter_violations = 458
routed_via_density = 5.95
post-route-drc-count = 0
antennaDiodeCount = 0
drt-pass1-iter-count = 5
detail_route.wl_per_cell_microns = 22.7
antenna_left = 0
wl_mm = 21.3
detailroute.via_count = 5609

[placed_design]
gp_routability_congestion = 1.01
io_buffer_count = 77
dpl_worst_slack_ns = -0.654
dp_hpwl_mm = 16.5

[critical_path]
timing.critical_path.from = "type[0]"
critPathCaptureType = "output port"
worst_endpoint_required_time_ns = 2.64
critical_path_arrival_ns = 2.64
category_of_the_worst_setup_path_launch_point = "input port"
crit_path_max_fanout = 5
worstSetupPathType = "in -> out"

[floorplanning]
area_of_the_core_region_sq_um = 13900
fp.dieArea_sq_um = 14800
die_h_microns = 122
rows = 43
floorplan.initialDensity_pct = 30.9
floorplan.die.width_microns = 122
num_io_pins = 103

[clocking]
hold_buffers = 0

[worst_hold_path]
holdPathStages = 4
hold_path_class = "in -> out"
hp-start = "movenum[2]"

[status]
run_status = "finished, final reports clean"
[per-layer routing]
metal  vias to the layer above  wire length (microns)  global-route usage, %  share of wire, %
met2                       329                   9440                   45.1                44
met4                         0                    628                   6.71               2.9
met3                        45                   2530                   10.9                12
met5                         -                      0                      0                 0
li1                       2536                      -                      -                 -
met1                      2699                   8750                   41.3                41
[worst paths after layout]
check / to
max: result[0]
min: result[20]
[critical path: stages]
cell           delay (ns)
dlygate4sd2_1        0.23
or4b_4               0.53
buf_4                0.16
buf_6                0.11
nor3_4               0.21
o221ai_2             0.14
a21oi_2              0.26
o31a_1               0.16
dlygate4sd2_1        0.19
[cell usage after synthesis (all sizes together) (2+ instances only)]
library cell and instances:
o32a 2, nand2 46, o22ai 6, a31oi 8
mux2i 59, o31ai 5, a2111oi 5, buf 40
mux2 29, nor2 41, inv 4, a22oi 4
a221oi 6, clkbuf 24, o21ai 25, o221ai 5
or2 5, o41ai 2, mux4 57, o2111ai 2
and3 6, and4 3, o211a 3, nor3 12
or3 2, nor2b 3, nand3 13, o211ai 11
a2bb2oi 3, a21o 2, nand2b 7, o2bb2ai 2
a21oi 21, a211oi 8, o31a 2
[area by class of cell]
type                            count  area (sq um)
Fill cell                        1197          6360
Inverter                            4          18.8
Multi-Input combinational cell    424          4440
Tap cell                          180           225
Timing Repair Buffer              334          2900
[stage by stage]
stage	instances	hold WS [ns]	area, sq um	TNS [ns]	total power (uW)
floorplan	492	1.49	4310	0	492
global placement	876	2.19	6390	-14.61	950
detailed placement	876	2.20	6390	-14.71	949
CTS	935	1.90	7420	-0.135	1070
global route	942	1.92	7580	-0.0477	1180
finish	942	1.90	7580	0	1120
[what timing repair did]
| item | in CTS | in global routing |
|---|---|---|
| pin swaps | 53 | 18 |
| resized | 257 | 40 |
| hold endpoints to repair | 0 | 0 |
| setup buffers | 58 | 10 |
| cloned | 2 | 0 |
| setup endpoints to repair | 32 | 22 |
[power by group through the flow]
stage / combinational, uW / clock (uW) / sequential (uW)
after CTS: 1070 / 0 / 0
after global routing: 1180 / 0 / 0
final: 1120 / 0 / 0
[kinds of logic after synthesis]
family	count (synthesis)	share of synthesized area, %
buffers and inverters	68	9.73
muxes	145	51.9
and+or+nand+nor	145	16.2
AOI/OAI and AO/OA	134	22.2
Power figures rest on the tool's default switching activity, not on a simulated workload.
