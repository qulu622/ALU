===== flow/run.sh =====
#!/bin/bash
# OpenROAD 26Q1-2900-gdf79404cd8, Yosys 0.63+post, stock flow scripts
make -C /OpenROAD-flow-scripts/flow DESIGN_CONFIG=/design/flow/config.mk WORK_HOME=/design/flow/orfs finish

===== flow/config.mk =====
export PLATFORM = sky130hd
export DESIGN_NAME = MUX
export DESIGN_NICKNAME = MUX
export VERILOG_FILES = /design/flow/design.v
export SDC_FILE = /design/flow/constraint.sdc
export NUM_CORES = 4
export LEC_CHECK = 1
export CORE_AREA = 10 10 91 91
export DIE_AREA = 0 0 101 101

===== flow/constraint.sdc =====
current_design MUX

set clk_period 3.8
set clk_io_pct 0.2

create_clock -name clk0 -period $clk_period

set non_clock_inputs [all_inputs -no_clocks]
set_input_delay [expr $clk_period * $clk_io_pct] -clock clk0 $non_clock_inputs
set_output_delay [expr $clk_period * $clk_io_pct] -clock clk0 [all_outputs]

===== flow/design.v =====
`timescale 1ns/ 1ns
module MUX( signal, ALU_input, Hi_input, Lo_input, shift_input, result );
input [5:0] signal; 
input [31:0]ALU_input, Hi_input, Lo_input, shift_input ;
output wire [31:0] result ;
parameter ALU = 6'd63;                             
parameter SHIFT = 6'd62 ;   
parameter MULTU = 6'd25 ;
parameter HI = 6'd61;
parameter LO = 6'd60;
assign result = ( signal == ALU) ? ALU_input :
                ( signal == SHIFT ) ? shift_input :
				( signal == HI ) ? Hi_input : 
				( signal == LO ) ? Lo_input : 32'd0 ;
endmodule

==> flow_summary.ini <==
; synthesis and place-and-route metrics
[timing]
max_slew_margin = 0.7748
final.setup.tns_ns = 0
fmax_ghz = 0.3149
setup_slack_ns = 0.6243
slew_viol_final = 0
timing.hold.ws_ns = 2.737
tightest_slew_ns = 0.3379
period_needed_ns = 3.176
hold_viol_final = 0
finalSetupViolCount = 0
min_period_over_period = 0.8357
rsz0062_at_grt = false

[place]
placed_area_um2 = 2733
dp_slack_ns = 0.5970
hpwl_mm = 5.208
gp_congestion = 0.7979
placed_cells = 312
io_buffers = 166

[yosys]
yosys_warnings = 0
yosysUniqueCellTypes = 8
top_area_frac = 0.6530
synth.cell_area_um2 = 1035
avgSynthCellArea_um2 = 13.80
topCellsByArea = mux4_2 (65%), and2_1 (19%), buf_12 (5.8%), mux4_1 (5.1%), buf_2 (1.5%)
synth_cells = 75
ys_seq_frac = 0
yosysTopAreaCell = mux4_2
synth_chip_area_um2 = 1035
ys_cells = 75

[route]
finalWirelength_mm = 5.946
drt_first_iter_violations = 5
avgRoutedWirePerCell_um = 19.06
drc_errors = 0
num_vias = 1374
vias_per_cell = 4.404
antenna_cells = 0
postRouteAntennaNets = 0
dr.pass1.iters = 2

[floorplan]
core-area_um2 = 6350
floorplan.core_util = 0.1630
die_x_um = 101
dieArea_um2 = 10200
pin_count = 166
die_y_um = 101
rows = 29

[global_route]
grt_pass1_wl_mm = 8.914
overflow = 0
grtUsageTotal = 0.1106
antenna_found_initial = 0
grt_start_max_net_pins = 33
first_global_vias = 1565

[clock_network]
cts_resized = 0
cts_setup_buffers = 0
cts_hold_buf = 0

[finish]
lay_top_count = clkdlybuf4s50_1
drive_gt1_frac = 0.1489
flop-count = 0
clock_buffers = 0
final_cells = 312
synthToLayoutAreaGrowth_pct = 164.1
seq_area_um2 = 0
finish.instance_area_um2 = 2733
post-route-util = 0.4303
layout_top_cells = clkdlybuf4s50_1 (165), and2_1 (32), mux4_2 (30)

[setup_path]
worstPathRequired_ns = 3.04
crit_type = in -> out
slowest_stage = clkdlybuf4s50_1
path_common_cell = clkdlybuf4s50_1
startpoint_type = input pin
setup.worst_path.start = signal[1]
path_max_fanout = 32
cp_cell_sequence = clkdlybuf4s50_1, buf_12, mux4_2, and2_1, clkdlybuf4s50_1
cp_slowest_stage_delay_ns = 0.50
worstPathArrival_ns = 2.42
endpoint = result[30]
critPathCaptureType = output port

[status]
status = finished, final reports clean

[run]
warnings = 32
max-cap-violations = 0

[power_and_ir_drop]
p_leak_nw = 0.9686
powerDensity_nw_per_um2 = 84.80
total_power_uw = 231.7
peakVddDrop_mv = 0.04733

[min_path]
hp-class = in -> out
## where the power goes
part	internal [mW]	switching, mW
combinational	0.187	0.0447
sequential	0	0
clock	0	0
total	0.187	0.0447
## worst min path at each step
stage	start	endpoint	slack (ns)	cells after the start
4_1_cts	Lo_input[21]	result[21]	2.75	4
5_1_grt	shift_input[16]	result[16]	2.78	4
6_report	signal[0]	result[24]	2.74	5
## cells by family (layout without fill, tap and decap cells)
group,after synthesis,count (layout),synth area share
and+or+nand+nor,33,33,0.2019
muxes,32,32,0.7038
buffers and inverters,10,170,0.09431
## synthesized netlist by cell type
master     n
and2_1    32
and4_1     1
buf_12     3
buf_2      3
buf_6      1
clkbuf_1   3
mux4_1     2
mux4_2    30
## worst max-delay path, delay by kind of cell
| family | cells | cell delay [ns] |
|---|---|---|
| buffers and inverters | 3 | 1.15 |
| muxes | 1 | 0.33 |
| and+or+nand+nor | 1 | 0.17 |
## layer usage
layer / global-route usage / wire length, um
met5: 0 / 0
met4: 0 / 0
met3: 0.05683 / 862
met2: 0.1902 / 2923
met1: 0.1285 / 2160
## cell type report
| type | count | area, um^2 |
|---|---|---|
| well taps | 77 | 96.34 |
| fillers | 605 | 3617 |
| multi-input cells | 65 | 937.1 |
| repair buffers | 170 | 1699 |
No activity file was given, so power comes from the tool's default toggle rates.
